==> ./run.sh <==
#!/bin/bash
# OpenROAD 26Q1-2900-gdf79404cd8, Yosys 0.63+post, stock flow scripts
make -C /OpenROAD-flow-scripts/flow DESIGN_CONFIG=/design/flow/config.mk WORK_HOME=/design/flow/orfs finish
==> ./design.v <==
`timescale 1ns/1ps
module processor(a,b,instruction,clk,rst,y);
    input [31:0] a,b;
    input [31:0] instruction;
    input clk, rst;
    wire [31:0] rs1, rs2;
    output [31:0] y;
    wire [31:0] rd;
    wire [4:0] rs1_address, rs2_address, rd_address;
    wire [6:0] opcode, p;
    wire [2:0] func;
    wire [3:0] cs;
    instruction_decoder id(instruction,opcode,clk,p,func,rs1_address,rs2_address,rd_address);
    register_bank rg(a,b,rs1_address,rs2_address,rd_address,rd,rs1,rs2,rst,clk);
    controller cn(p,func,cs);
    alu ar(rs1,rs2,cs,rd,y);
endmodule
`timescale 1ns/1ps
module instruction_decoder(instruction,opcode,clk,p,func,rs1_address,rs2_address,rd_address);
    input [31:0] instruction;
    input clk;
    output reg [6:0] opcode, p;
    output reg [2:0] func;
    output reg [4:0] rs1_address, rs2_address, rd_address;
    always@(instruction) begin
        opcode = instruction[6:0];
        p = instruction[31:25];
        func = instruction[14:12];
        rs1_address = instruction[19:15];
        rs2_address = instruction[24:20];
        rd_address = instruction[11:7];
    end
endmodule
`timescale 1ns/1ps
module register_bank (a,b,rs1_address,rs2_address,rd_address,rd,rs1,rs2,rst,clk);
    input [31:0] a,b,rd;
    input [4:0] rs1_address,rs2_address,rd_address;
    input rst,clk;
    integer k;
    output reg [31:0] rs1,rs2;
    reg [31:0] rb [0:31];
    always@(posedge clk) begin
        if(rst==1) begin
            for(k=0;k<32;k=k+1)
                rb[k]=0;
        end
        else begin
            rb[rs1_address]=a;
            rb[rs2_address]=b;
            rs1=rb[rs1_address];
            rs2=rb[rs2_address];
            rb[rd_address]=rd;
        end
    end
endmodule
`timescale 1ns/1ps
module controller(p,func,cs);
    input [2:0] func;
    input [6:0] p;
    output reg [3:0] cs;
    always@(func,p) begin
        cs = {p[5],func};
    end
endmodule
`timescale 1ns/1ps
module alu(rs1,rs2,cs,rd,y);
    input [3:0] cs;
    output reg [31:0] y;
    input [31:0] rs1, rs2;
    output reg [31:0] rd;
    wire signed [31:0] sA = rs1;
    wire signed [31:0] sB = rs2;
    parameter
      ADD = 4'b0000,
      SUB = 4'b1000,
      SLL = 4'b0001,
      SLT = 4'b0010,
      SLTU = 4'b0011,
      XOR = 4'b0100,
      SRL = 4'b0101,
      SRA = 4'b1101,
      OR = 4'b0110,
      AND = 4'b0111;
    always@(cs,rs1,rs2) begin
    case(cs)
        ADD: begin
            rd = rs1+rs2;
            y=rd;
        end
        SUB: begin
            rd = rs1-rs2;
            y=rd;
        end
        SLL:begin
            rd = rs1 << rs2[4:0];
            y=rd;
        end
        SLT: begin
            rd = {31'd0,(sA < sB)};
            y=rd;
        end
        SLTU: begin
            rd = {31'd0,(rs1 < rs2)};
            y=rd;
        end
        XOR: begin
            rd = rs1 ^ rs2;
            y=rd;
        end
        SRL: begin
            rd = rs1 >> rs2[4:0];
            y=rd;
        end
        SRA: begin
            rd = sA >>> rs2[4:0];
            y=rd;
        end
        OR: begin
            rd = rs1 | rs2;
            y=rd;
        end
        AND: begin
            rd = rs1 & rs2;
            y=rd;
        end
        default: begin
            rd = 0; y=rd;
        end
    endcase
    end
endmodule
==> ./config.mk <==
export PLATFORM = sky130hd
export DESIGN_NAME = processor
export DESIGN_NICKNAME = processor
export VERILOG_FILES = /design/flow/design.v
export SDC_FILE = /design/flow/constraint.sdc
export NUM_CORES = 4
export LEC_CHECK = 1
export CORE_UTILIZATION = 40
==> ./constraint.sdc <==
current_design processor

set clk_period 27.1
set clk_io_pct 0.2

create_clock -name clk0 -period $clk_period [get_ports {clk}]

set non_clock_inputs [all_inputs -no_clocks]
set_input_delay [expr $clk_period * $clk_io_pct] -clock clk0 $non_clock_inputs
set_output_delay [expr $clk_period * $clk_io_pct] -clock clk0 [all_outputs]
==> results.yml <==
# synthesis and place-and-route metrics
yosys:
  dominantRegCellSynth: "dfxtp_1"
  yosys-top-cells-count: "nand2_1, nor2_1, clkbuf_1, a21oi_1, dfxtp_1"
  most_common_cell: "nand2_1"
  yosysSeqAreaShare: 0.271
  synth-seq-cells: 565
  ys_cells: 6481
  ys_top_cells_by_area: "dfxtp_1, nand2_1, mux2i_1"
  yosys_warnings: 5
  syn_area_um2: 44100
  async_flop_share: 0
  synth.distinct_cells: 109
  edf_count: 64
  syn_area_per_cell_um2: 6.80
  synth_top_cell_by_area: "dfxtp_1"
  netlist_instances: 6481
  netlist.area_leader.share: 0.228
  ys_chip_area_um2: 44100
route:
  drt_wl_total_mm: 226
  drc: 0
  first_pass_iters: 8
  vias: 48800
  wire_per_inst_um: 30.2
  viasPerCell: 6.53
  ant_nets: 0
  dr.first_iter.drc_count: 6019
critical_path:
  crit_chain: "buf_2, buf_4, or2_1, nor2_1, nand2_1, buf_4, nor4_1, a21oi_1, o41ai_1, nor4_1, o211ai_2, buf_4, clkdlybuf4s50_1"
  crit_family: "simple AND/OR/NAND/NOR gates"
  arrival_ns: 10.07
  slowest_delay_ns: 0.68
  cp_data_required_time_ns: 21.68
  critical_path_class: "in -> out"
  start_kind: "input port"
  end_kind: "output pin"
  crit_buf_inv: 5
  cp_max_fo: 35
  slowest_stage: "or2_1"
  cpMostUsedCell: "buf_4"
final_timing:
  layout_min_cycle_time_ns: 15.49
  fmax_mhz: 64.6
  slew_viol_final: 0
  skew_ns: 0.0488
  hold_viol: 0
  worstMarginPinSlew_ns: 1.17
  finalSetupTns_ns: 0
  whs_ns: 0.586
  setup_viol: 0
  slew_headroom: 0.218
  period_used_share: 0.572
  rsz0062_at_grt: "no"
place:
  dp_hpwl_mm: 149
  gp_congestion: 1.05
  port_buffers: 116
clock_network:
  cts_buffers: 68
  holdBufCountCts: 0
  postCtsSetupBuffers: 0
  clkSlewWorstSetupHoldPaths_ns: 0.05
  tritoncts: "yes"
  cts-htree-levels: 3
  cts-root-buf: "clkbuf_16"
  cts_buffer_depth: 3
  cts_num_sinks: 565
  clock_latency_ns: 0.66
  cts_resized: 0
floorplanning:
  initial_core_util: 0.404
  die-area_um2: 111000
  dieWidth_um: 334
  core_um2: 109000
  die_h_um: 334
  fp-row-count: 121
  pin_count: 130
global_routing:
  track_usage: 0.403
  grt_max_degree: 148
  grt_overflow: 0
  antenna_found_initial: 15
  grt_pass1_vias: 44200
  grt_pass1_wl_mm: 319
run:
  warnings: 110
  drv_cap: 0
power:
  p_leak_nw: 17.7
  power_mw: 2.55
  p_per_area_nw_per_um2: 53.3
  ir_drop_v: 0.0000443
finish:
  drive_above_1_share: 0.0847
  area_growth_pct: 8.35
  n_fill_cell: 11000
min_path:
  hold_path_class: "reg -> reg"
run_status:
  run_status: "completed"
report_power, final:
part | switching (mW) | leakage (nW) | total, mW | internal (mW)
combinational | 0.476 | 11.9 | 0.696 | 0.220
clock | 0.405 | 1.07 | 0.934 | 0.529
sequential | 0.0289 | 4.70 | 0.917 | 0.888
metrics by stage:
step	util	setup WS [ns]	std cells	cell area [um2]
6_report	0.438	11.61	7472	47700
5_1_grt	0.438	11.57	7464	47700
4_1_cts	0.438	11.78	7461	47700
3_5_place_dp	0.417	11.79	7341	45500
3_3_place_gp	0.417	11.85	7341	45500
2_1_floorplan	-	14.30	6481	44100
kinds of logic (layout without fill, tap and decap cells):
| group | count (synthesis) | count (layout) | synth area share |
|---|---|---|---|
| AOI/OAI and AO/OA | 1903 | 1903 | 0.279 |
| xor gates and xnor gates | 14 | 14 | 0.00278 |
| adders and majority gates | 102 | 102 | 0.0293 |
| buffers and inverters | 1054 | 620 | 0.0968 |
| DFF | 565 | 565 | 0.271 |
| muxes | 388 | 388 | 0.0941 |
| other | 0 | 11 | 0 |
| and+or+nand+nor | 2455 | 2455 | 0.227 |
tightest hold or removal path: stages, from the launching register on:
cell and delay [ns]:
dfxtp_1 0.29, nand2_1 0.05, a31oi_1 0.10, nand2_1 0.05
a21oi_1 0.05
final timing paths:
check	startpoint	endpoint	slack [ns]	cells past startpoint
hold / removal	rg.rb[15][15]$_SDFF_PP0_	rg.rb[15][15]$_SDFF_PP0_	0.59	4
hold reg to reg	rg.rb[15][15]$_SDFF_PP0_	rg.rb[15][15]$_SDFF_PP0_	0.59	4
setup / recovery	instruction[12]	y[29]	11.61	13
setup reg to reg	rg.rs2[2]$_DFFE_PN_	rg.rb[14][31]$_SDFF_PP0_	22.21	13
layout make-up:
| cell class | instances | area [um2] | area share |
|---|---|---|---|
| antenna | 11 | 27.5 | 0.000577 |
| clock buffer | 107 | 2030 | 0.0426 |
| clock inverter | 13 | 179 | 0.00375 |
| inverter | 123 | 467 | 0.00977 |
| multi-input combinational | 4862 | 28200 | 0.590 |
| sequential | 565 | 12000 | 0.250 |
| tap | 1414 | 1770 | 0.0371 |
| timing repair buffer | 377 | 3130 | 0.0656 |
per-layer routing:
metal / part of all wire / vias to the layer above / GRT usage
li1: - / 21500 / -
met1: 0.37 / 23000 / 0.524
met2: 0.42 / 3372 / 0.574
met3: 0.13 / 936 / 0.150
met4: 0.078 / 6 / 0.246
met5: 0.00018 / - / 0
layout by cell type, fill, tap and decap left out, types with 18 or more instances in the layout:
master / n
nand2_1: 1409
nor2_1: 692
a21oi_1: 620
dfxtp_1: 501
mux2i_1: 348
o21ai_0: 275
buf_4: 260
a31oi_1: 237
a22o_1: 186
a22oi_1: 180
inv_1: 119
clkdlybuf4s50_1: 114
ha_1: 100
clkbuf_16: 71
edfxtp_1: 64
a221oi_1: 62
nand4_1: 62
a211oi_1: 57
nand3_1: 41
nor3_1: 39
o211ai_1: 31
and3_1: 31
o31ai_1: 31
a21o_1: 27
clkbuf_1: 24
o21ai_1: 22
nor2_4: 22
mux2_2: 21
nand2b_1: 19
mux4_2: 19
nor2_2: 19
o22ai_1: 18
registers in the layout, summed over array words and instances (netlist names):
name,count
rg.rs1,32
rg.rb,501
rg.rs2,32
Power is estimated from default activity; no workload was simulated.
